==> /design/flow/design.v <==
`timescale 1ns / 1ps
module pulseDriver  #(
    parameter minPulse = 500,
              maxPulse = 2500,
              clkDiv = 100
    )
    (
    input wire [11:0] value,
    input wire clk, rst_n, en_n,
    output reg pulse
    );
    reg [19:0] counter;  
    always @ (posedge clk, negedge rst_n)
    begin
        if(~rst_n)
        begin
            pulse <= 0;
            counter <= 5'h0_0000;
        end
        else
        begin
            if(value >= minPulse && value <= maxPulse)
            begin
                counter <= counter+1;
                if(counter/clkDiv > value)
                begin
                    counter <= 5'h0_0000;
                    pulse <= ~pulse;
                end
            end
            else
                pulse <= 0;
        end
    end
endmodule
`timescale 1ns / 1ps
module servoDriver  #(
    parameter minPulse = 500,
              maxPulse = 2500,
              clkDiv = 100,
              minAngle = 0,
              maxAngle = 270
    )
    (
    input wire [8:0] angle,
    output wire servoPwm,
    input wire rst_n, clk
    );
    localparam slope = ((maxPulse - minPulse))/((maxAngle - minAngle));
    reg [11:0] transVal;
    pulseDriver #(minPulse, maxPulse, clkDiv) pd1(.value(transVal), .clk(clk), .rst_n(rst_n), .pulse(servoPwm));
    always @ (posedge clk)
    begin
        if(!rst_n)
            transVal <= 0;
        else
            transVal <= 500 + (slope*angle);
    end
endmodule
`timescale 1ns / 1ps
module SM(
input do_sweep,
input clk, rst_n, clk_sonar,
output reg READY = 0,
output servoPwm,
output reg [8:0] servo_angle_I = 0,
output reg dbgLed = 0,
input duche,
input sonar_pulse,
output sonar_trigger
);
parameter s_standby = 0,
          s_calibrate = 1,
          s_sweepUp = 2,
          s_sweepDown = 3;
parameter s_sweep_standby = 0,
          s_sweep_up = 1,
          s_sweep_down = 2;
reg [1:0] state = s_standby, next_state = s_standby;
reg [1:0] state_sweep = s_sweep_standby, next_state_sweep = s_sweep_standby;
reg sweepEnable = 0;
reg sweepDir = 0;  
reg [31:0] clockDivR = 0;
servoDriver #(.clkDiv(100)) servo0(
    .angle(servo_angle_I),
    .servoPwm(servoPwm),
    .rst_n(rst_n),
    .clk(clk)
);
always @ (posedge clk or negedge rst_n)
begin
    if(~rst_n) begin
        state <= s_standby;
        state_sweep <= s_sweep_standby;
        clockDivR <= 0;
        end
    else begin
        state <= next_state;
        state_sweep <= next_state_sweep;
        clockDivR <= clockDivR + 1;
        end
end
always @ (posedge clockDivR[20])
begin
    dbgLed <= ~dbgLed;
    if(sweepEnable) begin
        if(sweepDir==1 && clockDivR[22])begin
         if(duche)
                   servo_angle_I <= servo_angle_I;
                   else 
                     servo_angle_I <= servo_angle_I - 3'b101;
end
        else begin
        if (sweepDir==0 && clockDivR[22])begin
              if(duche )
                   servo_angle_I <= servo_angle_I;
                   else 
                     servo_angle_I <= servo_angle_I - 3'b101;
end
       end
      end 
    else 
        servo_angle_I <= 0;
    end
always @ (state or do_sweep or servo_angle_I)
begin
    case (state)
        s_standby: begin
            sweepEnable <= 0;
            if(do_sweep)
                next_state <= s_sweepUp;
            else
                next_state <= s_standby;
        end
        s_calibrate: begin
            sweepDir <= 0;
            sweepEnable <= 1;
            if(servo_angle_I >= 270)
                next_state <= s_sweepDown;
            else
                next_state <= s_calibrate;
        end
        s_sweepUp: begin
            sweepDir <= 0;
            sweepEnable <= 1;
            if(servo_angle_I == 270)
                next_state <= s_sweepDown;
            else
                next_state <= s_sweepUp;
        end
        s_sweepDown: begin
            sweepDir <= 1;
            sweepEnable <= 1;
            if(servo_angle_I == 0) begin
                next_state <= s_standby;
                end
            else
                next_state <= s_sweepDown;
        end
    endcase
end
endmodule
`timescale 1ns / 1ps
module top(
input en, clk, CPU_RESETN, 
input detect, sonar_pulse,
output servo, sonar_trigger, LED16_B, LED17_R,
output [8:0] LED,
input duche
);
wire [7:0] angle_I;
SM sweeper(
    .clk(clk),
    .duche(duche),
    .do_sweep(detect),
    .rst_n(CPU_RESETN),
    .servoPwm(servo),
    .servo_angle_I(LED),
    .READY(LED16_B),
    .dbgLed(LED17_R)
);
endmodule
==> /design/flow/run.sh <==
#!/bin/bash
# OpenROAD 26Q1-2900-gdf79404cd8, Yosys 0.63+post, stock flow scripts
make -C /OpenROAD-flow-scripts/flow DESIGN_CONFIG=/design/flow/config.mk WORK_HOME=/design/flow/orfs finish
==> /design/flow/config.mk <==
export PLATFORM = sky130hd
export DESIGN_NAME = top
export DESIGN_NICKNAME = top
export VERILOG_FILES = /design/flow/design.v
export SDC_FILE = /design/flow/constraint.sdc
export NUM_CORES = 4
export LEC_CHECK = 1
export CORE_UTILIZATION = 30
==> /design/flow/constraint.sdc <==
current_design top

set clk_period 19.4
set clk_io_pct 0.2

create_clock -name clk0 -period $clk_period [get_ports {clk}]

set non_clock_inputs [all_inputs -no_clocks]
set_input_delay [expr $clk_period * $clk_io_pct] -clock clk0 $non_clock_inputs
set_output_delay [expr $clk_period * $clk_io_pct] -clock clk0 [all_outputs]
==> results.toml <==
# generated from flow reports
[status]
outcome = "finished, final reports clean"

[timing]
unclocked_regs = 10
timing_worst_slew_pin_value_ns = 0.831
period_used_pct = 60.1
finalSetupTns_ns = 0
slew_viol_final = 0
worst_slew_margin_rel_pct = 44.4
final_hold_viol_count = 0
finalSetupViolations = 0
setup_repair_after_global_routing_missed_its_margin = "false"
maxClockFrequency_mhz = 85.7
unconstrained_endpoints = 20
post-route-min-period_ns = 11.66
final.setup_skew_ns = 0.0100

[critical_path]
worst_ep_arrival_time_ns = 11.89
critical_path_cell_count = 46
timing.critical_path.to_type = "register"
reg2reg_to = "sweeper.servo0.pd1.counter[17]"
critical-path-slowest-cell = "sky130_fd_sc_hd__dfrtp_1"
max_stage_delay_ns = 0.86
timing.critical_path.from = "sweeper.servo0.pd1.counter[16]"
worstReg2RegStart = "sweeper.servo0.pd1.counter[16]"
timing.reg2reg.worst_path_depth = 46
critical-path-top-cell-by-count = "sky130_fd_sc_hd__a21oi_1"
reg_to_reg_slack_setup_ns = 7.74
critical_path.startpoint_type = "register"
critical_path_class = "reg2reg"
crit_path_end = "sweeper.servo0.pd1.counter[17]"
required_ns = 19.63
critical-path-top-delay-family = "AND-OR/OR-AND gates"
maximum_fanout_along_the_worst_path = 27
critPathBufInv = 3

[drt]
routed_via_density = 5.26
drcViolationCount = 0
drt_iter0_markers = 228
route.detailed.wl_per_inst_um = 13.0
route.antenna.remaining_nets = 0
vias = 6167
diodes = 0
wl_um = 15300
drt_pass1_iterations = 4

[synthesis]
dominant_cell_area_share_pct = 16.3
synth_area_per_cell_um2 = 8.09
synth.top_cells.by_area = "sky130_fd_sc_hd__dfrtp_1 16%, sky130_fd_sc_hd__ha_1 8.1%, sky130_fd_sc_hd__dfxtp_1 6.2%"
postSynthCellCount = 874
ys_types = 109
synth.largest_area_cell = "sky130_fd_sc_hd__dfrtp_1"
synth-edff-count = 0
dominantRegCellSynth = "sky130_fd_sc_hd__dfrtp_1"
syn-cell-area_um2 = 7070
synth-async-reset-ratio_pct = 67.6
yosys_warnings = 4
postSynthRegisterBits = 68
synth-seq-area-share_pct = 22.5
yosysCellCount = 874
ys_chip_area_um2 = 7070

[finish]
filler_cell_count = 2379
layout_top_cells = "66 x sky130_fd_sc_hd__nand2_1, 57 x sky130_fd_sc_hd__o21ai_0, 57 x sky130_fd_sc_hd__nor2_1, 54 x sky130_fd_sc_hd__inv_1, 49 x sky130_fd_sc_hd__a21oi_1"
multi_input_comb_area_um2 = 5020
layout.cells.most_common = "sky130_fd_sc_hd__nand2_1"
final_layout_size_suffix_gt1_share_pct = 8.26
design_area_um2 = 7730
areaGrowthSynthToFinish_pct = 9.36
seqCellArea_um2 = 1590

[place]
dp_area_um2 = 7390
placement.io_buffers = 14
detailedPlacementHpwl_um = 11300
gp_routability_congestion = 0.876

[flow_run]
max_cap_violations = 0
warning_count = 42

[die]
chip_area_um2 = 24200
floorplan.initialDensity_pct = 30.9
dieHeight_um = 156
std_cell_rows = 55
area_of_the_core_um2 = 22800
ioPinCount = 19
die_w_um = 156

[hold_path]
hold_path.class = "reg2reg"

[global_route]
globalRouteOverflowTotal = 0
grt_util_all_layers_pct = 13.3
grt_max_degree = 59
antenna_found_initial = 0
global_route_wire_length_before_repair_um = 27100
first_global_vias = 5745

[clock_tree]
tritoncts.num_buffers = 9
cts.repair_timing.setup_buffer_count = 0
worst_skew_late_latency_ns = 0.32
cts_hold_buffers = 0
ctsLongestPathBuffers = 2
cts_tree = "built"
htreeDepth = 3
cts-root-buf = "sky130_fd_sc_hd__clkbuf_16"
cts_repair_resizes = 0
cts.reportedPaths.clkPinSlew_ns = 0.06

[power]
power_density_nw_per_um2 = 41.3
static-leakage-power_nw = 3.10
vdd.ir_drop.worst_v = 0.0000408
-- synth_stat cells, types with 5 or more instances --
master,n
sky130_fd_sc_hd__a211oi_1,11
sky130_fd_sc_hd__a22oi_1,5
sky130_fd_sc_hd__dfrtp_1,46
sky130_fd_sc_hd__a211o_1,6
sky130_fd_sc_hd__dfxtp_1,22
sky130_fd_sc_hd__o21ai_1,6
sky130_fd_sc_hd__nor3_1,14
sky130_fd_sc_hd__o31ai_1,8
sky130_fd_sc_hd__xor2_1,16
sky130_fd_sc_hd__o22ai_1,9
sky130_fd_sc_hd__ha_1,46
sky130_fd_sc_hd__inv_1,54
sky130_fd_sc_hd__mux2i_1,5
sky130_fd_sc_hd__and4_1,5
sky130_fd_sc_hd__or3_1,5
sky130_fd_sc_hd__nand3_1,32
sky130_fd_sc_hd__o21ai_0,57
sky130_fd_sc_hd__nand4_1,28
sky130_fd_sc_hd__fa_1,7
sky130_fd_sc_hd__buf_2,11
sky130_fd_sc_hd__clkbuf_1,25
sky130_fd_sc_hd__o21a_1,5
sky130_fd_sc_hd__nor2b_1,7
sky130_fd_sc_hd__maj3_1,5
sky130_fd_sc_hd__nand2_1,66
sky130_fd_sc_hd__nor2_1,57
sky130_fd_sc_hd__nand2b_1,10
sky130_fd_sc_hd__a21o_1,15
sky130_fd_sc_hd__and2_1,22
sky130_fd_sc_hd__buf_4,7
sky130_fd_sc_hd__o211ai_1,12
sky130_fd_sc_hd__and3_1,19
sky130_fd_sc_hd__a21oi_1,49
sky130_fd_sc_hd__a31oi_1,13
sky130_fd_sc_hd__xnor2_1,39
-- per-layer routing --
metal | vias to the layer above | part of all wire [%] | GRT usage, %
li1 | 3194 | - | -
met1 | 2849 | 51 | 20.3
met2 | 118 | 46 | 21.6
met3 | 6 | 3.3 | 1.16
met4 | 0 | 0.39 | 1.07
met5 | - | 0 | 0
-- sequential cells by signal (all words and copies together), names as in the netlist, named ones only --
signal	count
sweeper.dbgLed	1
sweeper.state	1
sweeper.clockDivR	23
sweeper.servo0.transVal	12
sweeper.servo0.pd1.counter	20
sweeper.servo0.pd1.pulse	1
sweeper.servo_angle_I	9
-- stage by stage --
stage | utilization [%] | power (W) | setup WS [ns] | hold WS [ns] | std cells
floorplan | - | 0.000137 | 10.21 | 0.429 | 875
global placement | 32.3 | 0.000143 | 7.95 | 0.449 | 1157
detailed placement | 32.3 | 0.000143 | 7.90 | 0.450 | 1157
CTS | 33.8 | 0.000325 | 7.85 | 0.461 | 1173
global route | 33.8 | 0.000333 | 6.67 | 0.468 | 1173
finish | 33.8 | 0.000319 | 7.74 | 0.456 | 1173
-- report_power, final --
group           total, W  switching (W)  leakage (nW)  internal [W]
Sequential      0.000125     0.00000192         0.801      0.000123
Combinational  0.0000153     0.00000922          2.13    0.00000603
Clock           0.000179      0.0000534         0.163      0.000126
Total           0.000319      0.0000646          3.10      0.000255
-- kinds of logic (layout without fill, tap and decap cells) --
family	Yosys count	count (layout)	share of synthesized area, %
XOR/XNOR	57	57	7.27
AND/OR/NAND/NOR	299	299	22.5
AND-OR/OR-AND	273	273	28.7
flip-flops	68	68	22.5
multiplexers	10	10	1.54
buffers and inverters	108	93	6.65
other	1	2	0.0530
adder cells (fa/ha/maj)	58	58	10.8
-- area by class of cell --
| type | count | area share (%) |
|---|---|---|
| Sequential cell | 68 | 20.6 |
| Inverter | 60 | 2.94 |
| Multi-Input combinational cell | 699 | 64.9 |
| Tap cell | 313 | 5.06 |
| Clock inverter | 6 | 1.49 |
| Timing Repair Buffer | 17 | 2.04 |
| Clock buffer | 10 | 2.96 |
-- worst min-delay path by stage --
stage | from | end | slack (ns) | depth (start not counted)
4_1_cts | sweeper.clockDivR[14] | sweeper.clockDivR[14] | 0.46 | 1
5_1_grt | sweeper.clockDivR[14] | sweeper.clockDivR[14] | 0.47 | 1
6_report | sweeper.clockDivR[14] | sweeper.clockDivR[14] | 0.46 | 1
-- worst register-to-register path: cells and delay by family, from the launching register on --
kind,cells,cell delay (ns)
flip-flops,1,0.86
multiplexers,1,0.47
AND-OR/OR-AND,26,5.77
buffers and inverters,3,0.44
AND/OR/NAND/NOR,15,3.84
adder cells (fa/ha/maj),1,0.23
Power figures rest on the tool's default switching activity, not on a simulated workload.
